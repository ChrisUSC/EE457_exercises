==> /design/flow/run.sh <==
#!/bin/bash
# OpenROAD 26Q1-2900-gdf79404cd8, Yosys 0.63+post, stock flow scripts
make -C /OpenROAD-flow-scripts/flow DESIGN_CONFIG=/design/flow/config.mk WORK_HOME=/design/flow/orfs finish
==> /design/flow/config.mk <==
export PLATFORM = sky130hd
export DESIGN_NAME = min_max_finder_part1
export DESIGN_NICKNAME = min_max_finder_part1
export VERILOG_FILES = /design/flow/design.v
export SDC_FILE = /design/flow/constraint.sdc
export NUM_CORES = 4
export LEC_CHECK = 1
export CORE_AREA = 10 10 70 70
export DIE_AREA = 0 0 80 80
==> /design/flow/constraint.sdc <==
current_design min_max_finder_part1

set clk_period 2.4
set clk_io_pct 0.2

create_clock -name clk0 -period $clk_period [get_ports {Clk}]

set non_clock_inputs [all_inputs -no_clocks]
set_input_delay [expr $clk_period * $clk_io_pct] -clock clk0 $non_clock_inputs
set_output_delay [expr $clk_period * $clk_io_pct] -clock clk0 [all_outputs]
==> /design/flow/design.v <==
`timescale 1 ns / 100 ps
module min_max_finder_part1 (Max, Min, Start, Clk, Reset, 
				           Qi, Ql, Qc, Qd);
input Start, Clk, Reset;
output [7:0] Max, Min;
output Qi, Ql, Qc, Qd;
reg [7:0] M [0:15]; 
reg [3:0] state;
reg [7:0] Max;
reg [7:0] Min;
reg [3:0] I;
localparam 
INI  = 	4'b0001,  
LOAD = 	4'b0010,  
COMP = 	4'b0100,  
DONE = 	4'b1000;  
assign {Qd, Qc, Ql, Qi} = state;
always @(posedge Clk, posedge Reset) 
  begin  : CU_n_DU
    if (Reset)
       begin
         state <= INI;
         I <= 4'bXXXX;
	      Max <= 8'bXXXXXXXX;
	      Min <= 8'bXXXXXXXX;
	    end
    else
       begin
           case (state)
	        INI	: 
	          begin
		         if (Start)
		           state <= LOAD;
		        I <= 0;
	          end
	        LOAD	:  	 
	          begin
			Max <= M[I];
			Min <= M[I];
			I <= I + 1;
			state <= COMP;       
 	          end
	        COMP :		 
	          begin 
			if(M[I] > Max)  
				begin          
					Max <= M[I];    
				end
			if(M[I] < Min)  
				begin
					Min <= M[I];    
				end
			if(I == 15)                 
				begin 
					state <= DONE;       
				end
				I <= I + 1;		
	          end
	        DONE	:
	          begin  
		           state <= INI;  
		       end    
      endcase
    end 
  end 
endmodule  
==> impl_metrics.csv <==
group,metric,value,unit
setup_path,cp_max_fo,12,
logic_synthesis,yosysWarnings,1,
finish,regArea,201.4,sq um
logic_synthesis,synth-async-reset-ratio,100.0,%
finish,area_growth,7.950,%
timing,fin_skew,11.53,ps
global_route,first_global_vias,410,
placement,numPortBuffers,6,
logic_synthesis,synth-area-yosys,598.1,sq um
clock_tree,clock_latency,260,ps
routing,drt_iter0_markers,78,
global_route,grt_max_degree,14,
routing,dr.pass1.iters,4,
power,p_per_area,394.6,nW/um^2
setup_path,critPathRequiredTime,1920,ps
routing,postRouteAntennaNets,0,
power,power,254.7,uW
clock_tree,h-tree-depth,1,
logic_synthesis,yosys_register_bits,8,
logic_synthesis,ys_types,26,
floorplan,io_pins,23,
timing,fin_crit_sh,77.93,%
floorplan,die_area,6400,sq um
routing,num_vias,418,
timing,rsz0062_at_grt,"false",
setup_path,r2r_setup_slack,1070,ps
finish,drive_above_1_share,9.722,%
routing,drc,0,
clock_tree,cts.sinks,8,
clock_tree,cts_buffer_depth,2,
clock_tree,cts_tree,"built",
global_route,grt_first_pass_wirelength,1938,um
floorplan,core_area,3416,sq um
timing,max_freq,534.7,MHz
logic_synthesis,ys.flop_type,"dfrtp_1",
setup_path,max_stage_delay,640,ps
logic_synthesis,yosysMostFrequentCell,"buf_4",
logic_synthesis,synthTopCellsByCount,"16 x buf_4, 7 x dfrtp_1, 5 x nand2_1",
timing,whs,476.2,ps
clock_tree,clockRootBuffer,"clkbuf_4",
routing,postRouteWirelength,1192,um
global_route,grt_overflow_total,0,
clock_tree,postCtsResizedCells,0,
routing,wire_per_inst,10.10,um
power,max-vdd-ir-drop,0.1293,mV
finish,fillers,393,
clock_tree,cts_setup_buffers,0,
clock_tree,cts_buffers,3,
setup_path,r2r_cells,3,
min_path,hp-class,"in2async",
placement,gp_congestion,0.7536,
setup_path,cp_top_family,"flip-flops",
finish,finish.utilization,18.90,%
timing,hold_viol,0,
logic_synthesis,post-synth-top-area-fraction,29.29,%
logic_synthesis,ys_seq_share,33.68,%
outcome,outcome,"finished clean",
setup_path,cp-startpoint,"state[0]",
timing,fin_crit,1870,ps
finish,logic_area,285.3,sq um
timing,drv_slew,0,
logic_synthesis,area_leaders,"dfrtp_1 29%, buf_4 20%, dfstp_2 4.4%",
setup_path,path_buffers,1,
power,p_leak,0.0002957,uW
logic_synthesis,ys_cells,67,
setup_path,cp_data_arrival_time,1390,ps
setup_path,critical_path_class,"reg2out",
clock_tree,cts.clk_slew.worst_paths,60,ps
clock_tree,hold_buffers,0,
setup_path,path_cells,"clkdlybuf4s50_1",
logic_synthesis,syn-cell-area,598.1,sq um
floorplan,fp_util,17.51,%
routing,routed_via_density,3.542,
setup_path,r2r_end,"I[3]",
logic_synthesis,top_area_cell,"dfrtp_1",
global_route,track_usage,3.683,%
setup_path,timing.rr.start,"state[1]",
floorplan,die-width,80,um
floorplan,die_height,80,um
setup_path,critPathLaunchType,"flop",
timing,setup_violations,0,
flow_run,max_cap_viol_count,0,
flow_run,warning_count,25,
placement,place_hpwl,926.5,um
logic_synthesis,synth-edff-count,0,
logic_synthesis,synth.avg_cell_area,8.926,sq um
setup_path,crit_slowest_cell,"dfstp_2",
setup_path,critical_path.endpoint_type,"output port",
global_route,antenna_found_initial,0,
timing,setup_tns,0,ps
logic_synthesis,syn_inst,67,
routing,antennaDiodeCount,0,
floorplan,core.rowCount,21,
cell usage in the layout, fill, tap and decap left out, drive strengths merged:
master         count
clkbuf             4
conb              16
dfstp              1
a21oi              2
nor3               4
a22o               1
o21ai              3
inv                4
dfrtp              7
xor2               1
a21boi             1
a221oi             1
o32a               1
nor2               4
o311a              1
ha                 1
nand2              5
a311oi             1
or3                1
nand3              2
clkdlybuf4s50      6
o211a              1
o31ai              2
a31oi              1
xnor2              1
layout make-up:
| type | count | share of cell area [%] |
|---|---|---|
| Clock buffer | 4 | 4.070 |
| Sequential cell | 8 | 31.20 |
| Timing Repair Buffer | 6 | 9.302 |
| Multi-Input combinational cell | 50 | 44.19 |
| Inverter | 4 | 2.326 |
| Tap cell | 46 | 8.915 |
through the flow:
stage,area (sq um),worst slack (ps),instances
finish,645.6,529.8,118
global route,645.6,453.4,118
CTS,645.6,510.0,118
detailed placement,619.3,791.3,114
global placement,619.3,794.0,114
floorplan,654.4,1230,82
state kept, by name (all words and copies together) (netlist names):
signal  flops
I           4
state       4
metal layers:
| layer | global-route usage (%) | wire (um) | up-vias |
|---|---|---|---|
| li1 | - | - | 206 |
| met1 | 5.014 | 577 | 188 |
| met2 | 5.056 | 505 | 22 |
| met3 | 2.273 | 104 | 2 |
| met4 | 0.1761 | 4 | 0 |
| met5 | 0 | 0 | - |
power by group:
group | leakage (uW) | internal [uW] | switching (uW)
sequential | 0.000108 | 135 | 0
combinational | 0.000173 | 3.36 | 5.34
clock | 0.0000150 | 63.7 | 47.3
cells by family (layout without fill, tap and decap cells):
kind of cell,count (synthesis),after routing,share of synthesized area [%]
flops,8,8,33.68
fa+ha+maj,1,1,2.092
buf+inv,24,14,28.03
xor+xnor,2,2,4.185
simple gates,16,16,11.72
other cells,1,16,0.6270
compound gates,15,15,19.66
how the worst max path moves through the flow:
stage / depth (start not counted) / end / slack (ps)
final: 1 / Qi / 530
after global routing: 1 / Qd / 450
after CTS: 1 / Qi / 510
Power is estimated from default activity; no workload was simulated.
