## /design/flow/run.sh

```bash
#!/bin/bash
# OpenROAD 26Q1-2900-gdf79404cd8, Yosys 0.63+post, stock flow scripts
make -C /OpenROAD-flow-scripts/flow DESIGN_CONFIG=/design/flow/config.mk WORK_HOME=/design/flow/orfs finish
```

## /design/flow/config.mk

```make
export PLATFORM = sky130hd
export DESIGN_NAME = min_max_finder_part3_M3
export DESIGN_NICKNAME = min_max_finder_part3_M3
export VERILOG_FILES = /design/flow/design.v
export SDC_FILE = /design/flow/constraint.sdc
export NUM_CORES = 4
export LEC_CHECK = 1
export CORE_AREA = 10 10 70 70
export DIE_AREA = 0 0 80 80
```

## /design/flow/constraint.sdc

```tcl
current_design min_max_finder_part3_M3

set clk_period 3.7
set clk_io_pct 0.2

create_clock -name clk0 -period $clk_period [get_ports {Clk}]

set non_clock_inputs [all_inputs -no_clocks]
set_input_delay [expr $clk_period * $clk_io_pct] -clock clk0 $non_clock_inputs
set_output_delay [expr $clk_period * $clk_io_pct] -clock clk0 [all_outputs]
```

## /design/flow/design.v

```verilog
`timescale 1 ns / 100 ps
module min_max_finder_part3_M3 (Max, Min, Start, Clk, Reset, 
				           Qi, Ql, Qcmx, Qcmn, Qd);
input Start, Clk, Reset;
output [7:0] Max, Min;
output Qi, Ql, Qcmx, Qcmn, Qd;
reg [7:0] M [0:15]; 
reg [4:0] state;
reg       Flag;  
reg [7:0] Max;
reg [7:0] Min;
reg [3:0] I;
localparam 
INI  = 	5'b00001,  
LOAD = 	5'b00010,  
CMx = 	5'b00100,  
CMn = 	5'b01000,  
DONE = 	5'b10000;  
assign {Qd,  Qcmn, Qcmx, Ql, Qi} = state;  
always @(posedge Clk, posedge Reset) 
  begin  : CU_n_DU
    if (Reset)
       begin
         state <= INI;
         I <= 4'bXXXX;    
	      Max <= 8'bXXXXXXXX;
	      Min <= 8'bXXXXXXXX;
		  Flag <= 1'bX;
	    end
    else
       begin
           case (state)
	        INI	: 
	          begin
		        I <= 0;
				Flag <= 0;
		         if (Start)
		           state <= LOAD;
	          end
	        LOAD	:
	          begin
		           Max <= M[I];  
		           Min <= M[I];  
		           I <= I + 1;   
		           state <= CMx;  
 	          end
	        CMx :
	          begin 
				    if(M[I] > Max)
						begin
							Max <= M[I];
						end
					else
						begin
							Flag <= 1;
						end
					if(Flag == 0 && M[I] <= Max || M[I] > Max)
						begin
							I <= I + 1;
						end
					if(I == 15)
						begin
							state <= DONE;
						end
					if(I != 15 && M[I] <= Max)
						begin
							state <= CMn;
						end
			  end
	        CMn :
	          begin 
				    if(M[I] < Min)
						begin
							Min <= M[I];
						end
					else
						begin
							Flag <= 0;
						end
					if(Flag == 1 && M[I] >= Min || M[I] < Min)
						begin
							I <= I + 1;
						end
					if(I == 15 )
						begin
							state <= DONE;
						end
					if(I != 15 && M[I] >= Min)
						begin
							state <= CMx;
						end				
			  end
	        DONE	:
	          begin  
		           state <= INI;  
		       end    
      endcase
    end 
  end 
endmodule  
```

==> flow_metrics.tcl <==
# flow metrics
set metrics [dict create \
    cts.clk_slew.worst_paths_ns 0.06 \
    fin_skew_ns 0.0142 \
    ant_nets 0 \
    crit_family "flip-flops" \
    path_buffers 1 \
    rsz0062_at_grt "false" \
    rr_worst_depth 4 \
    core.rowCount 21 \
    syn2layout_area_growth_pct 6.70 \
    die_width_um 80 \
    vdd_ir_drop_max_mv 0.142 \
    clockRootBuffer "clkbuf_4" \
    h-tree-depth 1 \
    grt_max_degree 17 \
    drtPass1Iterations 4 \
    ys_types 38 \
    end_kind "primary output" \
    syn-cell-area_um2 691 \
    crit_arrival_ns 1.46 \
    grt_overflow_total 0 \
    leakagePower_uw 0.000325 \
    maxCapViolations 0 \
    path_cells "clkdlybuf4s50_1" \
    ys_cells 81 \
    hold_depth 1 \
    grt_pass1_wl_um 2370 \
    grtUsageTotal_pct 4.33 \
    drt_iter0_drc 15 \
    diodes 0 \
    synth-seq-cells 8 \
    layout-drive-gt1-share_pct 9.41 \
    r2r_end "I[1]" \
    grt_antenna_before_repair 0 \
    clock_latency_ns 0.27 \
    fin_tns_setup_ns 0 \
    report.final.hold_viol_count 0 \
    cts_tree "built" \
    syn_area_per_cell_um2 8.53 \
    startpoint "state[4]" \
    hold_start "state[0]" \
    fillers 395 \
    netlist_instances 81 \
    fin_crit_ns 2.20 \
    holdCritPathClass "flop to flop" \
    hpwl_um 1080 \
    yosysWarnings 1 \
    yosys_most_used_dff "dfrtp_1" \
    io_pins 24 \
    holdBufCountCts 0 \
    path_class "flop to primary output" \
    drv_slew 0 \
    ys_chip_area_um2 691 \
    ys_seq_share_pct 29.2 \
    final_area_um2 737 \
    crit_fanout 15 \
    hold_end "state[4]" \
    cts_buffers 3 \
    outcome "finished clean" \
    place_area_um2 711 \
    fin_crit_sh_pct 59.4 \
    worst_ep_required_time_ns 2.96 \
    async_flop_share_pct 100 \
    gp_congestion 0.820 \
    post_cts_resize_count 0 \
    cellPowerDensity_mw_per_mm2 228 \
    tool_warnings 25 \
    finalSetupViolCount 0 \
    port_buffers 6 \
    fp.coreArea_mm2 0.00342 \
    clockBufferDepth 2 \
    clock-sinks 8 \
    wl_per_cell_um 11.3 \
    via_per_inst 4.21 \
    dieArea_mm2 0.00640 \
    cts_setup_buffers 0 \
    die_h_um 80 \
    via_count 552 \
    edf_count 0 \
    drc 0 \
    r2r_start "I[0]" \
    start_kind "flop" \
    slowest_delay_ns 0.63 \
    floorplan.core_util_pct 20.2 \
    grt_pass1_vias 543 \
    cp_slowest_cell "dfrtp_1" \
    timing.fmax_mhz 455 \
    drt-total-wl_um 1480 \
    whs_ns 0.634 \
    r2r_slack_ns 2.13 \
]
==> registers in the layout, summed over array words and instances, names as in the netlist <==
name / count
I: 4
state: 4
==> cell type report <==
class	count	area, um2	share of cell area [%]
multi-input combinational	65	384	52.1
clock buffer	4	26.3	3.57
timing repair buffer	6	60.1	8.15
inverter	2	7.51	1.02
tap	46	57.6	7.81
sequential	8	201	27.3
==> cell usage after synthesis (all sizes together), types with 3 or more instances <==
cell	count	area, um2
o22ai	3	18.8
a211oi	3	27.5
buf	22	158
nor2	5	18.8
nand2	5	18.8
dfrtp	7	175
==> worst max path at each step <==
stage | cells past startpoint | endpoint | slack, ns
after CTS | 1 | Qd | 1.51
after global routing | 1 | Qd | 1.44
final | 1 | Qd | 1.50
==> cells by family (layout without fill, tap and decap cells) <==
logic type      Yosys count  after routing  synth area share [%]
fa+ha+maj                 1              1                  1.81
buf+inv                  24             12                  23.9
compound gates           19             19                  20.5
other cells               1             17                 0.543
simple gates             28             28                  24.1
flops                     8              8                  29.2
==> power by group <==
part	switching [uW]	internal, uW	total [uW]
combinational	3.47	2.29	5.76
sequential	0	87.6	87.6
clock	33.3	41.4	74.7
total	36.8	131	168
==> stage by stage <==
stage | cells | setup WS (ns) | power (uW) | util, %
final | 131 | 1.50 | 168 | 21.6
after global routing | 131 | 1.44 | 174 | 21.6
after CTS | 131 | 1.51 | 170 | 21.6
after detailed placement | 127 | 1.80 | 95.6 | 20.8
after global placement | 127 | 1.79 | 95.9 | 20.8
after floorplan | 97 | 2.20 | 104 | -
==> layout by cell type (no fill, tap or decap), drive strengths merged, types with 2 or more instances in the layout <==
cell type and instances:
dfrtp 7, inv 2, nand3b 2, nor3 2, o21a 2, conb 17
clkbuf 4, clkdlybuf4s50 6, o22ai 3, o21ai 2, nand2 5, a211oi 3
nor4 2, nor3b 2, nor2 5
==> per-layer routing <==
| metal | vias up | routed length, um | track usage (%) |
|---|---|---|---|
| li1 | 264 | - | - |
| met1 | 266 | 650 | 5.48 |
| met2 | 18 | 697 | 6.82 |
| met3 | 4 | 105 | 1.36 |
| met4 | 0 | 25 | 1.41 |
| met5 | - | 0 | 0 |
==> worst register-to-register path, delay by kind of cell, from the launching register on <==
kind	cells	cell delay, ns
AOI/OAI and AO/OA	1	0.24
adders and majority gates	1	0.34
DFF	1	0.45
and+or+nand+nor	2	0.44
No activity file was given, so power comes from the tool's default toggle rates.
