### design/flow/config.mk
export PLATFORM = sky130hd
export DESIGN_NAME = min_max_finder_part3_M1
export DESIGN_NICKNAME = min_max_finder_part3_M1
export VERILOG_FILES = /design/flow/design.v
export SDC_FILE = /design/flow/constraint.sdc
export NUM_CORES = 4
export LEC_CHECK = 1
export CORE_AREA = 10 10 70 70
export DIE_AREA = 0 0 80 80
### design/flow/design.v
`timescale 1 ns / 100 ps
module min_max_finder_part3_M1 (Max, Min, Start, Clk, Reset, 
				           Qi, Ql, Qcmx, Qcmnf, Qcmn, Qcmxf, Qd);
input Start, Clk, Reset;
output [7:0] Max, Min;
output Qi, Ql, Qcmx, Qcmnf, Qcmn, Qcmxf, Qd;
reg [7:0] M [0:15]; 
reg [6:0] state;
reg [7:0] Max;
reg [7:0] Min;
reg [3:0] I;
localparam 
INI  = 	7'b0000001,  
LOAD = 	7'b0000010,  
CMx = 	7'b0000100,  
CMnF = 	7'b0001000,  
CMn = 	7'b0010000,  
CMxF = 	7'b0100000,  
DONE = 	7'b1000000;  
assign {Qd, Qcmxf, Qcmn, Qcmnf, Qcmx, Ql, Qi} = state;  
always @(posedge Clk, posedge Reset) 
  begin  : CU_n_DU
    if (Reset)
       begin
         state <= INI;
         I <= 4'bXXXX;    
	      Max <= 8'bXXXXXXXX;
	      Min <= 8'bXXXXXXXX;
	    end
    else
       begin
           case (state)
	        INI	: 
	          begin
		         if (Start)
		           state <= LOAD;
		        I <= 0;
	          end
	        LOAD	:
	          begin
		           Max <= M[I];  
		           Min <= M[I];  
		           I <= I + 1;   
		           state <= CMx;  
 	          end
	        CMx :
	          begin 
			if(M[I] > Max)
				begin
					Max <= M[I];    
					I <= I + 1;
				end
			if(M[I] > Min)
				begin
				end	
			if(I == 15 && M[I] > Max)
				begin
					state <= DONE;
				end
			if(M[I] <= Max)
				begin
					state <= CMnF;
				end
			   end
	        CMnF :
	          begin 
				if(M[I] < Min)
					begin
						Min <= M[I];
					end
					I <= I + 1;
				if(I == 15)
					begin
						state <= DONE;
					end
				else
					begin
						state <= CMn;
					end
			  end
	        CMn :
	          begin 
				if(M[I] < Min)
					begin
						Min <= M[I];    
					end
				if(I == 15 && M[I] < Min)
					begin
						state <= DONE;
					end
				else
					begin
						state <= CMxF;			   
					end
				if(M[I] <= Min && I != 15)
					begin
						I <= I + 1;
						state <= CMn;
					end
			  end
	        CMxF :
	          begin  
			if(M[I] > Max)
				begin
					Max <= M[I];
				end
				I <= I + 1;
			state <= CMn;
			if(I == 15)
				begin
					state <= DONE;
				end
			else
				begin
					state <= CMx;
				end
			  end
	        DONE	:
	          begin  
		           state <= INI;  
		       end    
      endcase
    end 
  end 
endmodule  
### design/flow/run.sh
#!/bin/bash
# OpenROAD 26Q1-2900-gdf79404cd8, Yosys 0.63+post, stock flow scripts
make -C /OpenROAD-flow-scripts/flow DESIGN_CONFIG=/design/flow/config.mk WORK_HOME=/design/flow/orfs finish
### design/flow/constraint.sdc
current_design min_max_finder_part3_M1

set clk_period 1.0
set clk_io_pct 0.2

create_clock -name clk0 -period $clk_period [get_ports {Clk}]

set non_clock_inputs [all_inputs -no_clocks]
set_input_delay [expr $clk_period * $clk_io_pct] -clock clk0 $non_clock_inputs
set_output_delay [expr $clk_period * $clk_io_pct] -clock clk0 [all_outputs]
==> results_dict.tcl <==
# flow metrics
set metrics [dict create \
    core_um2 3420 \
    hold_violations 0 \
    status "complete, but fails checks" \
    antenna_found_initial 0 \
    drt_iter0_markers 2 \
    crit_type "reg -> out" \
    p_leak_nw 0.167 \
    yosysTopAreaCell "buf_4" \
    top_cells_by_count "20 x buf_4, 3 x inv_1, 2 x dfrtp_1" \
    path_clk_slew_ps 40 \
    design_area_um2 334 \
    drv_cap 0 \
    tritoncts "built" \
    topCellsByArea "buf_4 55%, dfrtp_1 18%, dfstp_2 9.7%, inv_1 4.1%, nor2b_2 3.2%" \
    cp.required_ps 800 \
    cts-htree-levels 1 \
    power_density_nw_per_um2 1470 \
    synth-edff-count 0 \
    syn-instance-count 31 \
    cp_max_fo 2 \
    grt_usage_pct 1.48 \
    drt_wl_total_um 535 \
    warning_count 27 \
    dr.pass1.iters 2 \
    regMostFlops "state" \
    cp.buffers_inverters 1 \
    pre_cts_ws_ps -164 \
    finalWorstSetupSlack_ps -27.9 \
    ant_nets 0 \
    syn2layout_area_growth_pct 23.0 \
    grt_remaining_overflow 0 \
    via_count 155 \
    die_h_um 80 \
    yosys_cells 31 \
    clockRootBuffer "clkbuf_4" \
    rsz0062_at_grt "yes" \
    hold_path.class "in -> async" \
    report.final.slew_viol_count 0 \
    place_area_um2 323 \
    period_needed_ps 1030 \
    largest_register_ffs 3 \
    grt_pass1_vias 204 \
    fin_crit_sh_pct 103 \
    drc 0 \
    critical-path-top-delay-family "flip-flops" \
    yosysChipArea_um2 272 \
    slowest_stage "dfstp_2" \
    antennaDiodeCount 0 \
    final_util_pct 9.78 \
    gp_congestion 0.621 \
    yosysSeqAreaShare_pct 28.1 \
    clock_path_buffers 2 \
    cp_cell_sequence "buf_2" \
    die-area_um2 6400 \
    rows 21 \
    avgRoutedWirePerCell_um 6.08 \
    holdWs_ps 135 \
    yosysUniqueCellTypes 9 \
    vias_per_cell 1.76 \
    max_freq_ghz 0.973 \
    yosys_most_used_dff "dfrtp_1" \
    synth_top_area_share_pct 55.3 \
    io_pins 26 \
    synth_area_um2 272 \
    critPathArrivalTime_ps 830 \
    port_buffers 5 \
    finalSetupViolCount 1 \
    fp_util_pct 7.95 \
    drive_above_1_share_pct 28.6 \
    worst_setup_path_end_kind "output port" \
    yosysWarnings 1 \
    cp-start-kind "register" \
    synthArstFlopShare_pct 100 \
    synth.avg_cell_area_um2 8.76 \
    rrSetupSlack_ps 80 \
    ir_worst_vdd_mv 0.179 \
    grt_pass1_wl_um 800 \
    top_cell "buf_4" \
    fin_worst_skew_ps 1.64 \
    insertion_delay_ps 230 \
    die_w_um 80 \
    grt_max_degree 4 \
    place_hpwl_um 464 \
    top_regs "state: 3 flops" \
    failed_checks "setup timing" \
    ys.flops 3 \
    slowest_delay_ps 510 \
    cts-buffers-inserted 3 \
    cts.sinks 3 \
]
cells in the final DEF (no fill, tap or decap):
master           Yosys  routed
conb_1               1      20
clkbuf_4             0       3
buf_4               20       3
inv_1                3       2
clkdlybuf4s50_1      0       2
clkbuf_2             0       2
dfrtp_1              2       2
nor2b_2              1       1
inv_2                0       1
a21oi_1              1       1
o22a_1               1       1
a21o_1               1       1
clkbuf_1             0       1
buf_2                0       1
dfstp_2              1       1
worst reg2reg max path: cells and delay by family, from the launching register on:
kind | cells | cell delay, ps
compound gates | 1 | 160
buf+inv | 2 | 140
flops | 1 | 510
cell families (layout without fill, tap and decap cells):
group / count (synthesis) / count (layout) / share of synthesized area (%)
flops: 3 / 3 / 28.1
buf+inv: 23 / 15 / 59.4
other cells: 1 / 20 / 1.38
simple gates: 1 / 1 / 3.23
compound gates: 3 / 3 / 7.83
through the flow:
stage	setup TNS (ps)	power, W	std cells
after floorplan	0	0.000255	50
after global placement	-196	0.000311	84
after detailed placement	-188	0.000311	84
after CTS	-40.7	0.000527	89
after global routing	-77.5	0.000552	88
final	-27.9	0.000490	88
per-layer routing:
layer  global-route usage [%]  vias up  part of all wire (%)
met2                     2.09       17                    45
met5                        0        -                     0
met4                     1.23        0                   3.4
li1                         -       74                     -
met1                     1.46       62                    39
met3                     1.02        2                    12
final timing paths:
| kind | depth (start not counted) | endpoint | startpoint |
|---|---|---|---|
| max in group asynchronous | 2 | state[0] | Reset |
| worst min-delay path | 2 | state[2] | Reset |
| min in group clk0 | 2 | state[2] | state[2] |
| worst max register to register | 3 | state[2] | state[0] |
| worst min register to register | 2 | state[2] | state[2] |
| worst max-delay path | 1 | Qi | state[0] |
area by class of cell:
cell class                      count  area [um^2]
Clock buffer                        4         26.3
Fill cell                         406         3080
Timing Repair Buffer                8         57.6
Sequential cell                     3         76.3
Tap cell                           46         57.6
Multi-Input combinational cell     24          105
Inverter                            3         11.3
where the power goes:
group          internal (W)  switching [W]  leakage, nW
clock              0.000149      0.0000592       0.0150
sequential         0.000153      0.0000110       0.0316
combinational     0.0000737      0.0000439        0.121
total              0.000376       0.000114        0.167
repair_timing:
| item | 4_1_cts | 5_1_grt |
|---|---|---|
| setup buffers | 1 | 0 |
| setup endpoints to repair | 3 | 4 |
| hold buffers | 0 | 0 |
| pin swaps | 0 | 1 |
| gates resized | 7 | 3 |
Power is estimated from default activity; no workload was simulated.
